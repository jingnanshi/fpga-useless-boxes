`design/flow/run.sh`:
```
#!/bin/bash
# OpenROAD 26Q1-2900-gdf79404cd8, Yosys 0.63+post, stock flow scripts
make -C /OpenROAD-flow-scripts/flow DESIGN_CONFIG=/design/flow/config.mk WORK_HOME=/design/flow/orfs finish
```
`design/flow/config.mk`:
```
export PLATFORM = sky130hd
export DESIGN_NAME = useless_boxes
export DESIGN_NICKNAME = useless_boxes
export VERILOG_FILES = /design/flow/design.v
export SDC_FILE = /design/flow/constraint.sdc
export NUM_CORES = 4
export LEC_CHECK = 1
export CORE_UTILIZATION = 40
```
`design/flow/constraint.sdc`:
```
current_design useless_boxes

set clk_period 3.4
set clk_io_pct 0.2

create_clock -name clk0 -period $clk_period [get_ports {clk}]

set non_clock_inputs [all_inputs -no_clocks]
set_input_delay [expr $clk_period * $clk_io_pct] -clock clk0 $non_clock_inputs
set_output_delay [expr $clk_period * $clk_io_pct] -clock clk0 [all_outputs]
```
`design/flow/design.v`:
```
module useless_boxes(input logic clk,
						   input logic reset,
						   input logic [9:0] switch, 
						   output logic [9:0] PWM);
	genvar i;
	generate
		for (i = 0; i < 10; i = i+1) begin: box_gen_loop
			useless_box box(clk, reset, switch[i], PWM[i]);
		end
	endgenerate
endmodule
module useless_box(input logic clk,
						 input logic reset,
                   input logic switch,
						 output logic PWM);
	logic switch_pulse;
	level2pulse l2p(clk, reset, switch, switch_pulse);
	logic [2:0] behavior_select;
	lfsr_rng rng(clk, reset, switch_pulse, behavior_select);
	logic [19:0] behavior_1, behavior_2, behavior_3;
	quickpush behav1(clk, switch_pulse, behavior_1);
	slowpush behav2(clk, switch_pulse, behavior_2);
	slow_then_fast_push behav3(clk, switch_pulse, behavior_3);
	logic [19:0] behavior_duty_cycle;
	always_comb
		case(behavior_select[1:0])
			2'b01: behavior_duty_cycle = behavior_1;
			2'b10: behavior_duty_cycle = behavior_2;
			2'b11: behavior_duty_cycle = behavior_3;
			default: behavior_duty_cycle = behavior_1;
		endcase
	logic [19:0] duty_cycle;
	always_comb
		if (switch) duty_cycle = behavior_duty_cycle;
		else duty_cycle = 20'd128000;   
	logic [19:0] count;
	always_ff @ (posedge clk) begin
		if (reset || count == 20'd800000) count <= 20'b0;
		else count <= count + 1'b1;
	end	
	always_ff @ (posedge clk) begin
		if (count < duty_cycle) PWM <= 1'b1;
		else PWM <= 1'b0;
	end
endmodule 
module quickpush(input logic clk,
					 input logic reset,
					 output logic [19:0] duty_cycle);
	logic [21:0] q;
	logic sclk;
	assign sclk = q[21];
	always_ff @(posedge clk, posedge reset) begin
		if (reset) q <= 22'b0;
		else q <= q + 22'b1;
	end
	always @(posedge sclk, posedge reset) begin
		if (reset) begin
			duty_cycle <= 20'd128000;
		end else begin
			if (duty_cycle > 20'd100000) duty_cycle <= duty_cycle - 20'd1400;  
			else duty_cycle <= 20'd60000;
		end 
	end
endmodule
module slowpush(input logic clk,
					 input logic reset,
					 output logic [19:0] duty_cycle);
	logic [21:0] q;
	logic sclk;
	assign sclk = q[21];
	always_ff @(posedge clk, posedge reset) begin
		if (reset) q <= 22'b0;
		else q <= q + 22'b1;
	end
	always @(posedge sclk, posedge reset) begin
		if (reset) begin
			duty_cycle <= 20'd128000;
		end else begin
			if (duty_cycle > 20'd70000) duty_cycle <= duty_cycle - 20'd1160;  
			else duty_cycle <= 20'd60000;
		end 
	end
endmodule
module slow_then_fast_push(input logic clk,
					            input logic reset,
					            output logic [19:0] duty_cycle);
	logic [21:0] q;
	logic sclk;
	assign sclk = q[21];
	always_ff @(posedge clk, posedge reset) begin
		if (reset) q <= 22'b0;
		else q <= q + 22'b1;
	end
	always_ff @(posedge sclk, posedge reset) begin
		if (reset) duty_cycle <= 20'd128000;
		else begin
			if (duty_cycle > 20'd80000) duty_cycle <= duty_cycle - 20'd2400;   
		   else duty_cycle <= 20'd60000;
		end
	end
endmodule
module lfsr_rng(input logic clk, 
				    input logic reset,
				    input logic en,
				    output logic [2:0] q);
	always_ff @(posedge clk, posedge reset) begin
    if (reset)
      q <= 3'd1;  
    else if (en)
      q <= {q[1:0], q[2] ^ q[1]};  
	 else
	   q <= q;
	end
endmodule
module level2pulse(input clk,
				       input reset,
						 input level,
						 output pulse);
	typedef enum logic [1:0] {Low, Write, High} statetype;
	statetype state, nextstate;
	always_ff @(posedge clk, posedge reset) 
		if (reset) state <= Low;
		else       state <= nextstate; 
   always_comb
		case(state)
			Low:if (level) nextstate=Write;
				 else nextstate=Low;
			Write:nextstate=High;
			High:if (level) nextstate=High;
				  else nextstate=Low;
			default:nextstate=Low;
		endcase 
	assign pulse=(state==Write);
endmodule 
```
==> results.py <==
# Physical implementation metrics
metrics = {
    "drt": {
        "antenna_cells": 0,
        "wirelength_mm": 129,
        "viasPerCell": 5.08,
        "drtIter0Drc": 2662,
        "final_antenna_net_count": 0,
        "post_drt_wl_per_cell_um": 13.8,
        "num_vias": 47533,
        "drcViolationCount": 0,
        "drtPass1Iterations": 5,
    },
    "sta": {
        "hold_violations": 0,
        "hold_slack_ns": 0.356,
        "unconstrained_endpoints": 490,
        "fin_crit_ns": 2.76,
        "report.final.slew_viol_count": 0,
        "unclocked_regs": 490,
        "tightest_slew_ns": 0.933,
        "setup_tns_ns": 0,
        "relSlewSlack": 0.373,
        "rsz0062_at_grt": "no",
        "setup_slack_ns": 0.644,
        "skew_ns": 0.0377,
        "post-route-period-util": 0.811,
        "finalSetupViolCount": 0,
        "clock.fmax_mhz": 363,
    },
    "logic_synthesis": {
        "aoi_share": 0.0796,
        "syn_inst": 6941,
        "ys_warn_count": 6,
        "yosysChipArea_um2": 70000,
        "ff_type": "dfrtp_1",
        "ys_types": 75,
        "ys_seq_share": 0.496,
        "xor_area_frac": 0.137,
        "mux_area_frac": 0.0238,
        "synthTopLogicFamily": "simple AND/OR/NAND/NOR gates",
        "edf_count": 0,
        "simple_gate_area_frac": 0.194,
        "netlist.top_cell.by_area": "dfrtp_1",
        "yosys_cells": 6941,
        "top_area_frac": 0.361,
        "ys_ff": 1420,
        "top_cells_by_area": "dfrtp_1 36%, xnor2_1 9.6%, dfstp_2 7.5%, dfxtp_1 6.0%, ha_1 4.8%",
        "fa_ha_area_frac": 0.0483,
        "synthArstFlopShare": 0.852,
        "syn_avg_cell_area_um2": 10.1,
        "synth_area_um2": 70000,
    },
    "worst_setup_path": {
        "cp-start-kind": "flop",
        "r2r_cells": 9,
        "critPathKind": "flop to flop",
        "endpoint_kind": "flop",
        "cp_max_fo": 19,
        "cp.arrival_ns": 3.36,
        "r2r-end": "box_gen_loop[6].box.PWM",
        "r2r-start": "box_gen_loop[6].box.rng.q[0]",
        "critPathRequiredTime_ns": 4.01,
        "cp-startpoint": "box_gen_loop[6].box.rng.q[0]",
        "rrSetupSlack_ns": 0.64,
    },
    "floorplan": {
        "dieArea_um2": 177000,
        "fp_util": 0.403,
        "chipHeight_um": 420,
        "rows": 153,
        "die_w_um": 420,
        "design.core.area_um2": 174000,
        "pin_count": 22,
    },
    "clock_tree": {
        "clkTransAtPathRegs_ns": 0.07,
        "post_cts_buffers": 0,
        "holdBufCountCts": 0,
        "insertion_delay_ns": 0.74,
        "cts-buffers-inserted": 108,
        "ctsResizeCount": 0,
        "cts_root_buffer": "clkbuf_16",
        "clockBufferDepth": 3,
        "cts_tree": "built",
        "h-tree-depth": 3,
    },
    "power_and_ir_drop": {
        "powerDensity_nw_per_um2": 346,
        "power.total_mw": 26.5,
        "ir_worst_vdd_uv": 395,
        "power_leakage_nw": 31.3,
    },
    "final_layout": {
        "drive_above_1_share": 0.0780,
        "stdcell_area_um2": 76600,
        "utilization": 0.441,
        "areaGrowthSynthToFinish_pct": 9.50,
        "finalNonFillerCells": 9351,
    },
    "global_route": {
        "grt_overflow": 0,
        "antenna_found_initial": 1,
        "grtUsageTotal": 0.155,
        "grt_pass1_vias": 45531,
        "grt_max_degree": 117,
        "grt_pass1_wl_mm": 225,
    },
    "worst_hold_path": {
        "hold_path_class": "flop to asynchronous set/reset pin",
    },
    "place": {
        "post-place-cells": 9147,
        "place_area_um2": 72900,
        "dp_hpwl_mm": 89.8,
        "place.gp.congestion": 0.874,
        "portBuffers": 21,
        "dp_slack_ns": 0.286,
    },
    "run_status": {
        "outcome": "finished clean",
    },
    "run": {
        "drv_cap": 0,
        "warning_count": 47,
    },
}
## cells in the mapped netlist (163+ instances only)
cell type / instances
a21oi_1: 204
clkbuf_1: 167
dfrtp_1: 1010
dfstp_2: 200
dfxtp_1: 210
ha_1: 270
inv_1: 163
nand2_1: 713
nand3_1: 394
nand4_1: 204
nor2_1: 765
xnor2_1: 767
xor2_1: 327
## per-layer routing
| layer | up-vias | global-route usage | share of wire |
|---|---|---|---|
| li1 | 24141 | - | - |
| met1 | 22812 | 0.256 | 0.51 |
| met2 | 402 | 0.228 | 0.44 |
| met3 | 178 | 0.0179 | 0.027 |
| met4 | 0 | 0.0282 | 0.021 |
| met5 | - | 0 | 0 |
## critical path, cell delays in order, from the launching register on
cell,delay (ns)
dfstp_2,0.85
mux2i_1,0.32
nand2_1,0.08
o211ai_1,0.12
ha_1,0.28
a21oi_1,0.15
o21ai_0,0.11
o21ai_0,0.20
a211oi_1,0.10
a2111oi_0,0.42
## cells by family after synthesis
group                      Yosys count
DFF                               1420
buffers and inverters              379
adders and majority gates          270
xor gates and xnor gates          1094
and+or+nand+nor                   2803
other                                1
AOI/OAI and AO/OA                  810
muxes                              164
## cell usage in the layout, fill, tap and decap left out, drive strengths merged, types with 21 or more instances in the layout
master and n:
a211oi 35, a21o 48, a21oi 204, a31oi 25, and2 46, and3 131
and4 77, buf 57, clkbuf 149, clkdlybuf4s50 21, clkinv 33, dfrtp 1010
dfstp 200, dfxtp 210, ha 270, inv 160, mux2 21, mux2i 143
nand2 713, nand2b 26, nand3 394, nand4 204, nor2 769, nor2b 89
nor3 153, nor4 73, o211ai 128, o21ai 108, o31a 32, o31ai 43
or3 51, or4 29, xnor2 767, xor2 327
## sequential cells by signal, indices dropped and copies added (netlist names)
name / cells
box_gen_loop.box.behav1.q: 220
box_gen_loop.box.PWM: 10
box_gen_loop.box.behav3.duty_cycle: 150
box_gen_loop.box.behav3.q: 220
box_gen_loop.box.count: 200
box_gen_loop.box.behav1.duty_cycle: 170
box_gen_loop.box.rng.q: 30
box_gen_loop.box.behav2.q: 220
box_gen_loop.box.behav2.duty_cycle: 170
box_gen_loop.box.l2p.state: 30
## power by group
| part | switching (mW) | leakage [nW] | internal, mW | total (mW) |
|---|---|---|---|---|
| Clock | 4.96 | 1.80 | 6.85 | 11.8 |
| Sequential | 0.941 | 16.1 | 11.3 | 12.3 |
| Combinational | 1.30 | 13.4 | 1.13 | 2.43 |
## final cells by class
type / instances / area [um^2]
multi-input cells: 5161 / 33900
inverters: 163 / 652
clock inverters: 55 / 593
well taps: 2325 / 2910
clock buffers: 149 / 3110
repair buffers: 78 / 763
fillers: 15928 / 97200
flip-flops and latches: 1420 / 34700
## how the worst max path moves through the flow
stage                    endpoint  slack (ns)
6_report  box_gen_loop[6].box.PWM        0.64
4_1_cts   box_gen_loop[6].box.PWM        0.62
5_1_grt   box_gen_loop[2].box.PWM        0.35
Power and IR drop assume default switching activity.
